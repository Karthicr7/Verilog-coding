===== config.mk =====
export PLATFORM = sky130hd
export DESIGN_NAME = Elevator
export DESIGN_NICKNAME = Elevator
export VERILOG_FILES = /design/flow/design.v
export SDC_FILE = /design/flow/constraint.sdc
export NUM_CORES = 4
export LEC_CHECK = 1
export CORE_AREA = 10 10 75 75
export DIE_AREA = 0 0 85 85

===== constraint.sdc =====
current_design Elevator

set clk_period 1.7
set clk_io_pct 0.2

create_clock -name clk0 -period $clk_period [get_ports {clk}]

set non_clock_inputs [all_inputs -no_clocks]
set_input_delay [expr $clk_period * $clk_io_pct] -clock clk0 $non_clock_inputs
set_output_delay [expr $clk_period * $clk_io_pct] -clock clk0 [all_outputs]

===== design.v =====
module Elevator(
     input clk,
     input reset_n,
     input on,
     input in,
     input [3:0] target_floor,   
     output reg idle,
     output reg move_up,
     output reg move_down,
     output reg opend,
     output reg closed,
     output reg [3:0]state_out,
     output reg [3:0]floor_out
);
parameter [3:0] 
                IDLE=4'b0000, 
                MOVE_UP=4'b0001,
                MOVE_DOWN=4'b1000,
                OPEND=4'b0010,
                CLOSED=4'b0100; 
reg [3:0]timer_1;
reg timer;
reg [3:0]state;
reg [3:0]nxt_state;
reg [3:0]current_floor;
always @(*) begin
   nxt_state=state;
   idle=0;
   move_up=0;
   move_down=0;
   closed=0;
   opend=0;
   timer=0;
   case(state)
         IDLE  : begin
                    if (on) begin
                idle = 1;
                if (target_floor > current_floor) begin
                    nxt_state = MOVE_UP;
                end else if (target_floor < current_floor) begin
                    nxt_state = MOVE_DOWN;
                end else begin
                    nxt_state = OPEND;  
                end
            end
        end
         MOVE_UP : begin move_up=1;
                    timer=1;
                  if (current_floor < target_floor) begin
                    if(timer_1==5) begin
                         nxt_state=OPEND;
                         timer=0;
                    end else begin
			  nxt_state = MOVE_UP;
			end
                 end
                 else begin
                nxt_state = OPEND;  
            end
               end
         OPEND: begin 
                    opend=1;
                    timer=1;
                    if(timer_1==3) begin
                         nxt_state=CLOSED;
                         timer=0;
                    end else begin
			  nxt_state = OPEND;
			end
                 end
          CLOSED: begin 
                    closed=1;
                    if(in==1) begin
                           nxt_state=MOVE_UP;
                       end else if(in==0 && state!=IDLE)
                           nxt_state=MOVE_DOWN;
                       else begin
                            nxt_state=IDLE;
                       end
                end
          MOVE_DOWN : begin  
                    move_down=1;
                    timer=1;
                   if (current_floor > target_floor) begin
                    if(timer_1==4) begin
                         nxt_state=OPEND;
                         timer=0;
                    end else begin
			  nxt_state =MOVE_DOWN;
                end
                end else begin
                nxt_state = OPEND;  
            end
             end
      default: nxt_state = IDLE;  
endcase
		if (!on) begin
		    nxt_state = IDLE;
		end
end
always @(posedge clk or negedge reset_n) begin
        if(!reset_n) begin
             state<=IDLE;
             current_floor <= 4'd0;
       end else
           state<=nxt_state;
end
assign state_out = state;
always @(posedge clk or negedge reset_n) begin
	    if(!reset_n)
		    timer_1 <= 4'd0;
	    else if ((timer == 0) || (!on))
		    timer_1 <= 4'd0;
	    else if (state != 4'b0000)   
		    timer_1 <= timer_1 + 1'b1; 
	end
always @(posedge clk or negedge reset_n) begin
    if (!reset_n)
        current_floor <= 4'd0;   
    else if (state == MOVE_UP && current_floor < target_floor && timer_1 == 5) begin
        current_floor <= current_floor + 1'b1;   
    end else if (state == MOVE_DOWN && current_floor > target_floor && timer_1 == 4) begin
        current_floor <= current_floor - 1'b1;   
    end
end
assign floor_out = current_floor;   
endmodule

===== run.sh =====
#!/bin/bash
# OpenROAD 26Q1-2900-gdf79404cd8, Yosys 0.63+post, stock flow scripts
make -C /OpenROAD-flow-scripts/flow DESIGN_CONFIG=/design/flow/config.mk WORK_HOME=/design/flow/orfs finish

==> Slide: Implementation Results <==
Implementation Results

Pwr
  • Worst ir drop on vdd: 0.0001778 V
  • Logic pwr share: 0.199
  • Sw Ratio: 0.2246
  • Clock share of power: 0.420
  • P_int: 413.2 uW
  • Tot Pwr: 532.9 uW
  • Sequential share of power: 0.381
  • Power per cell area: 487.3 nW/um2
  • Psw: 119.7 uW
  • Pleak: 0.0004968 uW

Critical path
  • R2r endpoint: state[0]$_DFF_PN0_
  • CP required: 1.36 ns
  • CP max FO: 2
  • RR Startpoint: state[1]$_DFF_PN0_
  • Arr. time, crit path: 1.38 ns
  • FF-to-FF setup slack: 0.07 ns
  • CP Launch Type: flip-flop
  • R2R depth: 6
  • Crit end category: output port
  • Crit path kind: reg -> out

Synthesis
  • Area share, top type: 0.3361
  • Main flop type: dfrtp_1
  • Dominant kind of combinational cell: simple AND/OR/NAND/NOR gates
  • Cell count after synthesis: 55
  • Xor/xnor share: 0.02941
  • Most numerous cell in the Yosys netlist: dfrtp_1
  • Aoi share: 0.1786
  • Yosys cell count: 55
  • Yosys warns: 11
  • Post-synth regs: 8
  • Register share after synthesis: 0.3361
  • Cell type with the largest total area: dfrtp_1
  • Netlist Area Pre-Place: 595.6 um2
  • FFs w/ async S/R, synth: 1.000
  • Yosys cell types: 30
  • Post-synth mux share: 0.01891
  • Yosys simple share: 0.2563
  • Top cells by area: dfrtp_1 34%, a211oi_1 5.0%, buf_4 5.0%
  • Avg Inst Size Synth: 10.83 um2
  • Commonest cells post-synth: 8 x dfrtp_1, 4 x a211oi_1, 4 x buf_4
  • Post-synth EDFFs: 0
  • Adder Area Share: 0.04202
  • Chip area in the Yosys report: 595.6 um2

Layout
  • Share of layout cells above drive strength 1: 0.5204
  • Post-layout util: 0.2695
  • Area delta synth->final: 83.61%

Timing
  • Fin crit share: 1.013
  • Hold Vio Cnt, Final: 0
  • Skew final: 0.004299 ns
  • Final Worst Setup Slack: -0.02287 ns
  • Final Critical Period: 1.723 ns
  • RSZ-0062 raised after global routing: true
  • Fin. max-slew vios: 0
  • Final setup fails: 1
  • Fmax: 580.4 MHz

Placed design
  • RD Place Congestion: 0.7746
  • Buffers on Ports: 16
  • Place WS: -0.1261 ns
  • Hpwl dp: 1257 um

Routing
  • Via/cell ratio: 3.986
  • Wire length on met2: 814 um
  • Met1 WL: 824 um
  • Drt wl/cell: 12.16 um
  • Drt pass-1 iters: 3
  • Diode count: 0
  • Via count: 590
  • Routed WL: 1800 um
  • Remaining DRCs: 0
  • Max layer used: met3
  • Violation tally from detailed-route iteration zero: 24
  • WL met3: 162 um
  • Final ANT Viol Nets: 0

Die
  • I/O Pins: 21
  • DIE WIDTH: 85 um
  • Core footprint: 4058 um2
  • Die Size: 7225 um2
  • Floorplan die height: 85 um
  • Starting Density: 0.1468
  • # rows: 23

Clock tree
  • # clock sinks: 8
  • Clock buffer depth: 2
  • Clock Pin Slew Worst Setup and Hold Paths: 0.04 ns
  • CTS tree: built
  • CTS Buf Count: 3
  • Clock latency (worst-skew pair): 0.23 ns
  • Clock Tree Root: clkbuf_8
  • H-tree depth: 1

Global routing
  • Largest net degree at the start of global routing: 9
  • Antenna violations before repair: 0
  • Global route total overflow: 0
  • Vias in the first global route: 566
  • First-pass GRT wire length: 2739 um
  • Overall routing resource usage: 0.04387

Run status
  • Failing checks: negative setup slack
  • Status: finished, violations left

Hold path
  • Worst Hold Class: in -> async

Job
  • Tool warnings: 28
  • Max Cap Viol: 0
==> placed cells by master (no fill, tap or decap), types with 2 or more instances in the layout <==
cell type	count
a211oi_1	4
a21oi_1	2
buf_2	3
buf_4	22
buf_6	5
clkbuf_8	3
clkdlybuf4s50_1	10
conb_1	4
dfrtp_1	4
dfrtp_2	4
ha_1	2
inv_1	3
nand2_1	2
nor4b_4	3
or3b_1	2
xor2_1	2
==> metrics by stage <==
step | hold slack [ns] | instance area [um2] | setup TNS, ns | cells
floorplan | 0.04441 | 606.8 | 0 | 58
global placement | 0.6241 | 882.1 | -0.1887 | 133
detailed placement | 0.6225 | 882.1 | -0.3150 | 133
CTS | 0.3944 | 998.5 | -0.4168 | 142
global route | 0.4194 | 1094 | -0.1569 | 148
finish | 0.3871 | 1094 | -0.02287 | 148
==> cell type report <==
class	count	area (um2)
Clock buffer	3	41.29
Sequential cell	8	205.2
Tap cell	50	62.56
Timing Repair Buffer	44	382.9
Multi-Input combinational cell	40	390.4
Fill cell	404	2964
Inverter	3	11.26
==> metal layers <==
layer / up-vias / global-route usage
li1: 286 / -
met2: 23 / 0.06063
met4: 0 / 0.002994
met3: 0 / 0.02505
met1: 281 / 0.06024
met5: - / 0
==> critical path, cell delays in order (launching register included) <==
cell and delay (ns):
dfrtp_2 0.40, buf_6 0.13, buf_6 0.11, buf_12 0.11, nor4b_4 0.26, buf_2 0.14
==> state kept, by name (all words and copies together), names as in the netlist <==
name	count
timer_1	4
state	4
==> worst max-delay path by stage <==
stage	startpoint	endpoint	slack [ns]	cells after the start
4_1_cts	state[0]$_DFF_PN0_	idle	-0.24	3
5_1_grt	state[1]$_DFF_PN0_	move_up	-0.1	5
6_report	state[1]$_DFF_PN0_	move_up	-0.02	5
==> logic make-up after synthesis <==
family | after synthesis
xor+xnor | 2
mux | 1
other cells | 1
compound gates | 13
flops | 8
buf+inv | 10
fa+ha+maj | 2
simple gates | 18
==> power groups by stage <==
stage / Combinational, uW / Sequential, uW / Clock (uW)
5_1_grt: 115 / 203 / 245
6_report: 106 / 203 / 224
4_1_cts: 100 / 202 / 231
==> what timing repair did <==
item,CTS,global route
hold endpoints to repair,0,0
pin swaps,2,6
resized,19,13
endpoints found under the setup margin,6,8
hold buffers,0,0
buffers inserted,6,7
gates cloned,0,0
No activity file was given, so power comes from the tool's default toggle rates.
