==> flow/design.v <==
module Ram_my_code_1(
    input clk,
    input wr_in,
    input [7:0]data_in,
    input [3:0]address,
    output reg [7:0]data_out
);
reg [7:0] ram [0:15];
always @(posedge clk ) begin
         if (wr_in) begin
		    ram[address] <= data_in;
	    end
	end
assign data_out=ram[address];
endmodule
==> flow/run.sh <==
#!/bin/bash
# OpenROAD 26Q1-2900-gdf79404cd8, Yosys 0.63+post, stock flow scripts
make -C /OpenROAD-flow-scripts/flow DESIGN_CONFIG=/design/flow/config.mk WORK_HOME=/design/flow/orfs finish
==> flow/config.mk <==
export PLATFORM = sky130hd
export DESIGN_NAME = Ram_my_code_1
export DESIGN_NICKNAME = Ram_my_code_1
export VERILOG_FILES = /design/flow/design.v
export SDC_FILE = /design/flow/constraint.sdc
export NUM_CORES = 4
export LEC_CHECK = 1
export CORE_UTILIZATION = 30
==> flow/constraint.sdc <==
current_design Ram_my_code_1

set clk_period 2.3
set clk_io_pct 0.2

create_clock -name clk0 -period $clk_period [get_ports {clk}]

set non_clock_inputs [all_inputs -no_clocks]
set_input_delay [expr $clk_period * $clk_io_pct] -clock clk0 $non_clock_inputs
set_output_delay [expr $clk_period * $clk_io_pct] -clock clk0 [all_outputs]
==> results.txt <==
Summary of implementation figures.

Outcome
The run finished with clean final reports.

Critical path
The top fanout value on the critical path is 5. Per STA, the highest per-stage delay on the worst path measures ~500 ps. Listed in order, past its start point the critical path passes buf_12 -> buf_16 -> buf_4 -> mux4_2 -> a22oi_2 -> nand2_1 -> dlygate4sd2_1. The timing report shows that the slowest cell on the worst path is mux4_2. The data required time reported for the critical path is about 1800 ps.

For the worst setup path, the data arrival time is 1800 ps. STA classifies the critical path endpoint as a primary output. The critical path class is in -> out. The worst setup path is launched from an input pin.

Cells and area
The non-filler instance count after layout is approximately 530. The most common cell after layout, fill and taps aside is edfxtp_1. The largest register by flop count is ram. Of the cells placed in the final design, the portion with a size suffix greater than 1 is 0.422. The number of fill cells is 1392. The largest registers in the layout are ram x128. The final core utilization is 0.407. From synthesis to final layout, the design area changed by 32.3%.

The library cells used most frequently in the layout, excluding fill and tap cells, are edfxtp_1, buf_4, mux4_2. The number of flip-flops in the largest register is 128.

GRT
The final global-route overflow total is 0. The number of global-route vias before repair is approximately 2800. Entering global routing, the biggest net connects 17 pins.

The number of antenna violations at the first check in global routing is 0. The total routing usage reported by global routing is 0.145. The wire length of the first global-routing pass is between 15 and 20 mm.

Clocking
Counting every sink on the clock net gives ~130. The root cell of the clock tree is clkbuf_16. The number of buffers inserted during clock tree synthesis is 17. The register clock-pin slew on the reported worst setup and hold paths is about 50 ps. The maximum root-to-sink buffer count is 2. The number of levels in the clock H-tree is 4. In this run, post-CTS hold repair placed 0 buffers. TritonCTS built the clock tree.

Timing
The flow reports an fmax of roughly 0.44 GHz. The measured slew at the worst slew-check pin is around 600 ps. Dividing the final minimum period by the clock period gives 0.981. The final timing report counts setup violations totalling 0. In this run the tightest slew margin relative to its limit is 0.599. Counting pins that exceed their max-slew limit in the final report gives 0. The routed design could run at a clock period as short as 2260 ps. Setup repair after global routing left no endpoint under its margin. The post-route worst setup slack is ~44 ps.

The count of endpoints failing hold in the final timing report is 0.

Synth
In the post-synthesis netlist, the biggest area contributors are edfxtp_1, mux4_2, a22oi_1, nor2_1, nand2_1. The sequential cell area fraction in the yosys report is 0.783. The synthesized instance count is around 220. Counting flops with a built-in enable in the synthesized netlist gives 128.

The cell area after synthesis is approximately 4900 µm². The synthesis report gives the async set-or-reset register share as 0. Yosys printed 2 warnings.

The average footprint of a synthesized cell is ~22 µm². The share of synthesized area in the top cell type comes to 0.783. The main flop type is edfxtp_1. The synth_stat.txt file lists the number of cells as between 200 and 250. Per the synthesis report, the number of distinct cell types is 17.

After synthesis, the chip area reported by Yosys is 4910 µm². Summed over all instances, the cell type with the most area after synthesis is edfxtp_1. The flip-flop and latch count after synthesis is approximately 130.

Power
The power report puts the leakage power at between 0.002 and 0.0025 µW. Total power normalized to cell area comes to about 860 nW/µm². Overall power consumption after layout is estimated at 5590 µW. Across the VDD grid, the largest voltage drop is between 0.7 and 0.8 mV.

Placed design
The number of buffers inserted by port buffering is 21. The HPWL after detailed placement is just under 7 mm. The total placed cells including tap cells is 487. The weighted congestion at the end of routability-driven global placement is ~0.81. The worst setup slack after placement is -468 ps.

Worst hold path
Note that the worst hold path type here is in -> reg. The worst hold path stage count is 4.

Detailed routing
The repair_antennas step left the layout with diodes totalling 0. The total wire length after detailed routing is around 11 mm. The post-detailed-route wirelength per cell is slightly below 20 µm. Summing over every cut layer, the via total after detailed routing is 2483. The first routing iteration left slightly above 200 violations. The final antenna-violating net count is 0.

After detailed routing, the number of vias per cell comes to 4.68. The script parses the final routing iteration and logs DRC violations as 0. The first-pass detailed-route iteration total is 4.

Job
The tally of max-capacitance violations is 0. The number of OpenROAD warnings is 26.

Floorplanning
The die is between 100 and 150 µm tall. The die is around 130 µm wide. The boundary pin count is 22. According to the floorplan report, the placeable core area is 15900 µm². The site row count is between 40 and 50. Per the OpenROAD floorplan log, the area of the die is roughly 17000 µm². The effective utilization at floorplan is 0.308.
==> through the flow <==
stage	instance area, µm²	hold WS, ps	TNS (ps)
after floorplan	4910	559	0
after global placement	5690	1250	-3210
after detailed placement	5690	1260	-3230
after CTS	6480	710	-46.3
after global routing	6490	732	0
final	6490	724	0
==> cell families (layout without fill, tap and decap cells) <==
logic type,after synthesis,in the layout,share of synthesized area
multiplexers,32,32,0.147
buffers and inverters,11,104,0.0122
flip-flops,128,128,0.783
AND-OR/OR-AND,16,16,0.0245
AND/OR/NAND/NOR,35,35,0.0331
==> final timing paths <==
| path | from | to |
|---|---|---|
| worst max-delay path | address[0] | data_out[5] |
| worst min-delay path | address[0] | ram[12][0] |
==> critical path, delay by kind of cell <==
family	cells	cell delay [ps]
buffers and inverters	4	600
muxes	1	500
AOI/OAI and AO/OA	1	160
and+or+nand+nor	1	80
==> cell usage after synthesis (2+ instances only) <==
| library cell | n |
|---|---|
| a22oi_1 | 16 |
| mux4_2 | 32 |
| nand2_1 | 9 |
| buf_6 | 2 |
| edfxtp_1 | 128 |
| nor2b_1 | 2 |
| buf_1 | 4 |
| nand2b_1 | 2 |
| nor2_1 | 13 |
| buf_2 | 2 |
| clkbuf_1 | 2 |
| nor3_1 | 4 |
| nand3b_1 | 2 |
==> cell type report <==
type,count,area (µm²),area share
multi-input cells,83,1080,0.166
flip-flops and latches,128,3840,0.592
clock inverters,12,144,0.0222
clock buffers,19,433,0.0667
repair buffers,73,722,0.111
well taps,216,270,0.0416
==> power breakdown <==
part	switching, µW	leakage (µW)	internal, µW
sequential	9.89	0.00116	2620
clock	918	0.000274	1680
combinational	173	0.000727	186
total	1100	0.00216	4490
==> routing by layer <==
metal,vias to the layer above,wire length [µm],global-route usage
li1,1104,-,-
met1,1226,4070,0.191
met2,132,4950,0.215
met3,21,1240,0.0860
met4,0,272,0.0349
met5,-,0,0.00588
==> what timing repair did <==
item | CTS | global route
pin swaps | 17 | 11
buffers inserted | 11 | 0
endpoints found under the setup margin | 8 | 7
gates resized | 40 | 9
gates cloned | 2 | 0
endpoints found under the hold margin | 0 | 0
Power is estimated from default activity; no workload was simulated.
