==> design/flow/design.v <==
module Four_Dec(
   input [3:0]a,
   output [15:0]y
);
Three_8De D1(
 .a(a[2:0]),
 .en(~a[3]),
 .y(y[7:0])
);
Three_8De D2(
 .a(a[2:0]),
 .en(a[3]),
 .y(y[15:8])
);
endmodule
module Three_8De(
   input [2:0]a,
   input en,
   output reg [7:0]y
);
always @(*) begin
   if(en==0)begin
     y=7'b0;
   end else begin
     y=(1<<a);
   end
end
endmodule
==> design/flow/run.sh <==
#!/bin/bash
# OpenROAD 26Q1-2900-gdf79404cd8, Yosys 0.63+post, stock flow scripts
make -C /OpenROAD-flow-scripts/flow DESIGN_CONFIG=/design/flow/config.mk WORK_HOME=/design/flow/orfs finish
==> design/flow/config.mk <==
export PLATFORM = sky130hd
export DESIGN_NAME = Four_Dec
export DESIGN_NICKNAME = Four_Dec
export VERILOG_FILES = /design/flow/design.v
export SDC_FILE = /design/flow/constraint.sdc
export NUM_CORES = 4
export LEC_CHECK = 1
export CORE_AREA = 10 10 70 70
export DIE_AREA = 0 0 80 80
==> design/flow/constraint.sdc <==
current_design Four_Dec

set clk_period 1.0
set clk_io_pct 0.2

create_clock -name clk0 -period $clk_period

set non_clock_inputs [all_inputs -no_clocks]
set_input_delay [expr $clk_period * $clk_io_pct] -clock clk0 $non_clock_inputs
set_output_delay [expr $clk_period * $clk_io_pct] -clock clk0 [all_outputs]
==> impl_metrics.env <==
# flow metrics
export IMPL_status="finished with violations"
export IMPL_violations="negative setup slack"
export IMPL_initCoreUtil_pct=8.10
export IMPL_yosys_area_sq_um=277
export IMPL_totalPowerFinal_mw=0.223
export IMPL_relSlewSlack_pct=87.0
export IMPL_antenna_left=0
export IMPL_drive_gt1_share_pct=83.6
export IMPL_yosysTopAreaCell="nor4b_4"
export IMPL_fillers=374
export IMPL_rsz0062_at_grt="yes"
export IMPL_fin_crit_ns=1.19
export IMPL_power_density_mw_per_mm2=326
export IMPL_ys_top_cells_by_area="nor4b_4 (34%), and4bb_1 (18%), buf_6 (16%)"
export IMPL_cp_arrival_ns=0.99
export IMPL_regArea_sq_um=0
export IMPL_grt_pass1_wl_um=1620
export IMPL_tns_ns=-1.02
export IMPL_routabilityCongestion=0.648
export IMPL_synthesis_area_sq_um=277
export IMPL_path_cells="buf_8 -> buf_12 -> buf_12 -> buf_4 -> nor4b_4 -> buf_2"
export IMPL_path_class="in2out"
export IMPL_n_antenna_cell=0
export IMPL_slowest_delay_ns=0.20
export IMPL_top_cell_area_share_pct=34.4
export IMPL_drc=0
export IMPL_grt_overflow_total=0
export IMPL_flops=0
export IMPL_leakage_nw=0.338
export IMPL_coreArea_sq_mm=0.00342
export IMPL_warnings=34
export IMPL_wirelength_um=1040
export IMPL_chipArea_sq_mm=0.00640
export IMPL_syn2layout_area_growth_pct=147
export IMPL_cp_slowest_cell="nor4b_4"
export IMPL_hold_depth=4
export IMPL_critical_path_top_delay_family="buffers and inverters"
export IMPL_dr_first_iter_drc_count=1
export IMPL_slew_violations=0
export IMPL_ios=20
export IMPL_viasPerCell=3.07
export IMPL_cp_depth=6
export IMPL_yosysUniqueCellTypes=7
export IMPL_vias=310
export IMPL_critPathLaunchType="input pin"
export IMPL_fp_dieW_um=80
export IMPL_netlist_instances=20
export IMPL_synth_warnings=1
export IMPL_ys_seq_share_pct=0
export IMPL_period_used_pct=119
export IMPL_critPathRequiredTime_ns=0.80
export IMPL_min_path_type="in2out"
export IMPL_avgSynthCellArea_sq_um=13.8
export IMPL_grt_max_degree=9
export IMPL_hpwl_um=736
export IMPL_grt_pass1_vias=321
export IMPL_nClkBuffers=0
export IMPL_max_freq_mhz=838
export IMPL_firstDrtPassIters=2
export IMPL_critPathBufInv=5
export IMPL_numPortBuffers=20
export IMPL_wl_per_cell_um=10.3
export IMPL_drv_cap=0
export IMPL_vdd_drop_max_mv=0.139
export IMPL_worstMarginPinSlew_ns=0.194
export IMPL_dieHeight_um=80
export IMPL_antenna_found_initial=0
export IMPL_hold_violations=0
export IMPL_path_max_fanout=4
export IMPL_timing_final_ws_setup_ns=-0.193
export IMPL_endpoint_kind="output port"
export IMPL_grtUsageTotal_pct=3.05
export IMPL_yosys_cells=20
export IMPL_fp_row_count=21
export IMPL_setup_viol=12
export IMPL_cpMostUsedCell="buf_12"
[layout make-up]
class	instances	area, sq um	share of cell area, %
well taps	46	57.6	8.42
multi-input cells	16	231	33.9
repair buffers	39	394	57.7
[synth_stat cells]
library cell,number
and4_1,1
and4b_1,4
and4bb_1,4
and4bb_2,2
buf_6,4
nor4_2,1
nor4b_4,4
[worst min-delay path: stages]
cell and delay (ns):
buf_8 0.08, buf_12 0.12, nor4b_4 0.04, buf_2 0.10
[worst paths after layout]
kind | from | end
min | a[3] | y[4]
max | a[2] | y[8]
[cells in the final DEF, fill, tap and decap left out, drive strengths merged]
cell type and instances:
buf 36, and4bb 6, and4b 4, nor4b 4
clkbuf 3, nor4 1, and4 1
[where the power goes]
| part | leakage [nW] | switching [mW] | internal (mW) |
|---|---|---|---|
| clock | 0 | 0 | 0 |
| sequential | 0 | 0 | 0 |
| combinational | 0.338 | 0.0720 | 0.151 |
[timing repair]
action / 4_1_cts / 5_1_grt
pin swaps: 9 / 7
buffers inserted: 11 / 1
cloned: 1 / 0
hold buffers: 0 / 0
setup endpoints to repair: 16 / 15
resized: 79 / 9
[per-stage QoR]
step / setup slack [ns] / hold WS, ns / cells / util, % / instance area (sq um)
finish: -0.193 / 0.743 / 101 / 20.0 / 683
global placement: -0.823 / 1.52 / 89 / 17.0 / 579
CTS: -0.244 / 0.748 / 100 / 19.8 / 676
floorplan: 0.255 / 0.535 / 20 / - / 277
detailed placement: -0.837 / 1.51 / 89 / 17.0 / 579
global route: -0.231 / 0.755 / 101 / 20.0 / 683
[cell families (layout without fill, tap and decap cells)]
| kind of cell | Yosys count | after routing | share of synthesized area, % |
|---|---|---|---|
| and+or+nand+nor | 16 | 16 | 83.7 |
| buffers and inverters | 4 | 39 | 16.3 |
[per-layer routing]
| layer | global-route usage (%) | vias up | routed length, um |
|---|---|---|---|
| met5 | 0 | - | 0 |
| met3 | 1.25 | 0 | 119 |
| met1 | 5.34 | 131 | 628 |
| met2 | 3.21 | 19 | 289 |
| li1 | - | 160 | - |
| met4 | 0 | 0 | 0 |
No activity file was given, so power comes from the tool's default toggle rates.
